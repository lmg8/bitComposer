File: config.mk
export PLATFORM = sky130hd
export DESIGN_NAME = speakerPlay
export DESIGN_NICKNAME = speakerPlay
export VERILOG_FILES = /design/flow/design.v
export SDC_FILE = /design/flow/constraint.sdc
export NUM_CORES = 4
export LEC_CHECK = 1
export CORE_UTILIZATION = 40
File: constraint.sdc
current_design speakerPlay

set clk_period 7.0
set clk_io_pct 0.2

create_clock -name clk0 -period $clk_period [get_ports {clock}]
create_clock -name clk1 -period $clk_period [get_ports {new_clk}]

set non_clock_inputs [all_inputs -no_clocks]
set_input_delay [expr $clk_period * $clk_io_pct] -clock clk0 $non_clock_inputs
set_output_delay [expr $clk_period * $clk_io_pct] -clock clk0 [all_outputs]
File: design.v
module beatSelect(currentBeat, qOut, play);
	input [3:0]currentBeat;
	input [15:0] qOut;
	output reg play;
	always@(*)
	begin
		case (currentBeat)
			4'b0000: begin play = qOut[0];
			end
			4'b0001: begin play = qOut[1];
			end
			4'b0010: begin play = qOut[2];
			end
			4'b0011: begin play = qOut[3];
			end
			4'b0100: begin play = qOut[4];
			end
			4'b0101: begin play = qOut[5];
			end
			4'b0110: begin play = qOut[6];
			end
			4'b0111: begin play = qOut[7];
			end
			4'b1000: begin play = qOut[8];
			end
			4'b1001: begin play = qOut[9];
			end
			4'b1010: begin play = qOut[10];
			end
			4'b1011: begin play = qOut[11];
			end
			4'b1100: begin play = qOut[12];
			end
			4'b1101:	begin play = qOut[13];
			end
			4'b1110: begin play = qOut[14];
			end
			4'b1111: begin play = qOut[15];
			end
		endcase
	end
endmodule
module counter(clock, q);
	input clock;
	output reg [3:0] q;
	always @(posedge clock)
	begin
		q <= q + 1'b1;
	end
endmodule
module flipflop(clock, d, load, reset_n, q);
	input clock; 
	input d;
	input reset_n, load;
	output reg q;
	always @(posedge clock)
	begin
		if (reset_n == 1'b1)
			q <= 0;
		else if (load == 1'b1)
			q <= d;
	end
endmodule
module playSpeaker(clk, sound, note, speaker);
	input sound, clk;
	input [31:0] note;
	output speaker;
	reg [31:0] counter;
	always @(posedge clk)
		begin
			if(counter==0)
				counter <= note-1;
			else
				counter <= counter-1;
		end
	reg speaker;
	always @(posedge clk)
		if((counter==0) && sound)
			speaker <= ~speaker;
endmodule
module speakerPlay(switch, key, currentSpeaker, clock, new_clk, note, gpio, ledR, ledG);
	input clock, new_clk;
	input [15:0] switch;
	input [1:0] key; 
	input currentSpeaker;
	input [31:0] note;
	output gpio;
	output [15:0] ledR;
	output [3:0] ledG;
	wire [15:0] enable;
	wire reset, play;
	wire [15:0] qOut;
	wire [3:0] currentBeat;
	assign reset = ~key[0];
	assign load = ~key[1] & currentSpeaker;
	genvar i;
	generate
		for (i = 0; i < 16; i = i + 1) begin: enabling
			assign enable[i] = switch[i];
		end
	endgenerate
	flipflop f0 (clock, enable[0], load, reset, qOut[0]);
	flipflop f1 (clock, enable[1], load, reset, qOut[1]);
	flipflop f2 (clock, enable[2], load, reset, qOut[2]);
	flipflop f3 (clock, enable[3], load, reset, qOut[3]);
	flipflop f4 (clock, enable[4], load, reset, qOut[4]);
	flipflop f5 (clock, enable[5], load, reset, qOut[5]);
	flipflop f6 (clock, enable[6], load, reset, qOut[6]);
	flipflop f7 (clock, enable[7], load, reset, qOut[7]);
	flipflop f8 (clock, enable[8], load, reset, qOut[8]);
	flipflop f9 (clock, enable[9], load, reset, qOut[9]);
	flipflop f10 (clock, enable[10], load, reset, qOut[10]);
	flipflop f11 (clock, enable[11], load, reset, qOut[11]);
	flipflop f12 (clock, enable[12], load, reset, qOut[12]);
	flipflop f13 (clock, enable[13], load, reset, qOut[13]);
	flipflop f14 (clock, enable[14], load, reset, qOut[14]);
	flipflop f15 (clock, enable[15], load, reset, qOut[15]);
	assign ledR = qOut;
	counter c(new_clk, currentBeat);
	assign ledG[3:0] = currentBeat;
	beatSelect bs(currentBeat, qOut, play); 
	playSpeaker p(clock, play, note, gpio);
endmodule
File: run.sh
#!/bin/bash
# OpenROAD 26Q1-2900-gdf79404cd8, Yosys 0.63+post, stock flow scripts
make -C /OpenROAD-flow-scripts/flow DESIGN_CONFIG=/design/flow/config.mk WORK_HOME=/design/flow/orfs finish
==> flow_summary_export.csv <==
group,metric,value,unit
run_status,status,"finished clean",
die,rows,32,
synth,netlist_area,3210,µm²
synth,yosysTopAreaCell,"dfxtp_1",
power,seq_power_share,52.2,%
synth,ys_types,54,
timing,setup_viol,0,
final_layout,layout_top_cells,"clkdlybuf4s50_1 (72), nand2_1 (54), dfxtp_1 (52), nor2_1 (39), a21oi_1 (32)",
die,die_area,8380,µm²
worst_setup_path,path_cells,"clkdlybuf4s50_1 > or4_1 > or3_4 > or3_1 > a31o_1 > or3_1 > or4b_1 > nand3_1",
timing,slew_violations,0,
synth,edf_count,1,
power,p_comb_share,11.1,%
final_layout,synthToLayoutAreaGrowth,25.9,%
cts,cts_tree,"built",
run,cap_viol_max_count,0,
worst_setup_path,worst_setup_path_end_kind,"register",
final_layout,regMostFlops,"p.counter",
synth,top_area_share,32.4,%
synth,syn-mean-instance-area,7.64,µm²
drt,drc,0,
global_route,gr-total-overflow,0,
drt,initialDrtViolationCount,189,
power,p_per_area,149,nW/µm²
synth,synthTopCellsByArea,"dfxtp_1 (32%), nand2_1 (6.3%), a21oi_1 (5.0%)",
cts,clk_pin_slew_worst_paths,100,ps
placed_design,port_buffers,72,
power,netSwitchingFraction,23.9,%
synth,yosys_area,3210,µm²
drt,routed_wirelength,8160,µm
synth,ys_seq_share,33.4,%
synth,ff_type,"dfxtp_1",
drt,drtAntennaViolNets,0,
global_route,grt_start_max_net_pins,39,
die,ioPinCount,74,
placed_design,pre_cts_ws,2410,ps
drt,wl_per_cell,14.2,µm
global_route,antenna_found_initial,0,
worst_setup_path,crit_path_top_delay_cell,"or4_1",
placed_design,globalplace.congestion,0.899,
synth,ys_warn_count,5,
synth,yosys_cells,420,
cts,postCtsHoldBufs,0,
worst_setup_path,cp_common_cell,"or3_1",
power,ir_drop,0.0785,mV
worst_setup_path,cp.required,7260,ps
min_path,hold_class,"reg2reg",
worst_setup_path,cpPeakStageDelay,640,ps
die,initCoreUtil,41.5,%
global_route,grt_pass1_vias,2906,
power,power_frac_clock,36.7,%
timing,final.setup.worst_slack,2720,ps
final_layout,top_regs,"p.counter: 32 flops, c.q: 4 flops",
worst_setup_path,worst-path-max-fanout,7,
cts,ctsResizeCount,0,
drt,antennaDiodeCount,0,
global_route,grt_pass1_wl,13800,µm
drt,vias,3145,
power,p_int,456,µW
die,fp.dieW,91.6,µm
final_layout,lay_top_count,"clkdlybuf4s50_1",
synth,async_flop_share,0,%
drt,avgViaCountPerCell,5.46,
power,leakage,1.41,nW
power,switchingPower,143,µW
timing,tightest_slew,651,ps
timing,max_slew_margin,56.6,%
drt,drt-pass1-iter-count,6,
timing,finalHoldViolations,0,
min_path,hold_depth,1,
timing,clock_skew,5.67,ps
cts,clock_sinks,53,
worst_setup_path,r2r_cells,12,
worst_setup_path,path_class,"in2reg",
run,warning_count,29,
global_route,track_usage,20.6,%
worst_setup_path,arrival,4540,ps
final_layout,drive_gt1_share,4.85,%
final_layout,largest_register_ffs,32,
placed_design,hpwlAfterDp,6140,µm
worst_setup_path,critPathLaunchType,"input pin",
cts,post_cts_buffers,0,
timing,rsz0062_at_grt,"no",
worst_setup_path,rrSetupSlack,3400,ps
timing,tns,0,ps
die,die_h,91.6,µm
synth,synth_flop_count,53,
synth,syn_inst,420,
die,core-area,7730,µm²
[synthesized netlist by cell type (3+ instances only)]
cell type and instances:
a21boi_0 16, a21o_1 3, a21oi_1 32, a22oi_1 7
buf_2 3, buf_4 16, clkbuf_1 14, dfxtp_1 52
ha_1 5, inv_1 10, mux2i_1 3, nand2_1 54
nand2b_1 5, nand3_1 12, nand4_1 3, nor2_1 39
nor3_1 20, nor4_1 13, o211ai_1 7, o21ai_0 25
o311ai_0 4, or3_1 13, or4_1 9, xnor2_1 11
xor2_1 7
[final timing paths]
path	endpoint	start
min in group clk1	c.q[0]$_DFF_P_	c.q[0]$_DFF_P_
worst min register to register	p.counter[0]$_DFF_P_	p.counter[0]$_DFF_P_
max in group clk1	c.q[2]$_DFF_P_	c.q[0]$_DFF_P_
worst max-delay path	p.counter[29]$_DFF_P_	note[9]
worst max register to register	p.counter[24]$_DFF_P_	p.counter[13]$_DFF_P_
worst min-delay path	p.counter[0]$_DFF_P_	p.counter[0]$_DFF_P_
[per-stage QoR]
stage               hold WS, ps  utilization (%)  instances  instance area, µm²  total power, mW
floorplan                   430                -        420                3210            0.343
global placement            457             50.5        565                3910            0.387
detailed placement          463             50.5        565                3910            0.387
CTS                         478             52.3        576                4040            0.607
global route                491             52.3        576                4040            0.632
finish                      478             52.3        576                4040            0.600
[power by group through the flow]
stage                 Sequential, mW  Combinational, mW  Clock [mW]
after CTS                      0.313             0.0670       0.227
after global routing           0.314             0.0732       0.244
final                          0.313             0.0668       0.220
[layout make-up]
cell class	count	area, µm²
fillers	738	3690
multi-input cells	324	1920
flip-flops and latches	53	1070
repair buffers	76	751
well taps	102	128
clock buffers	8	110
inverters	10	37.5
clock inverters	3	22.5
[per-layer routing]
layer	vias up	GRT usage, %	wire length (µm)	part of all wire (%)
met5	-	0	0	0
met4	0	3.17	106	1.3
met3	11	3.32	435	5.3
met2	90	32.9	3720	46
met1	1416	30.5	3890	48
li1	1628	-	-	-
[logic make-up after synthesis]
| group | Yosys count | share of synthesized area, % |
|---|---|---|
| and+or+nand+nor | 184 | 28.9 |
| AOI/OAI and AO/OA | 114 | 22.9 |
| DFF | 53 | 33.4 |
| muxes | 3 | 0.936 |
| adders and majority gates | 5 | 1.95 |
| buffers and inverters | 43 | 7.02 |
| xor gates and xnor gates | 18 | 4.91 |
[critical path, delay by kind of cell]
kind | cells | cell delay [ps]
buffers and inverters | 1 | 470
and+or+nand+nor | 6 | 2430
AOI/OAI and AO/OA | 1 | 230
Power is estimated from default activity; no workload was simulated.
