==> flow/design.v <==
module datapath(
    input clk,
    input resetN,
	 input [1:0] select,
    input [7:0] xIn,
	 input [6:0] yIn,
	 input [15:0] qOut1, qOut2, qOut3, qOut4,
    input [3:0] beat,
    output [7:0] xOut,
    output [6:0] yOut,
    output [2:0] cOut
    );
	reg [7:0] x;
	reg [6:0] y;
	reg [3:0] colCount, letterCount;
	reg [2:0] c;
	reg [1:0] rowCount, xCount, yCount;
	reg cFill, xEnable;
	wire cOutline, enable, yEnable, colEnable, rowEnable;
	wire [3:0] doneLetter;
	wire [7:0] letterX;
	wire [6:0] letterY;
	drawLetter letter(clk, letterCount, rowCount, 8'd5, (y-7'd1), letterX, letterY);
	assign cOutline = (colCount == beat) ? 1 : 0;
	assign enable = ~xEnable;
	always @(*) begin
			case (rowCount)
				2'b00: cFill <= qOut1[colCount];
				2'b01: cFill <= qOut2[colCount];
				2'b10: cFill <= qOut3[colCount];
				2'b11: cFill <= qOut4[colCount];
				default: cFill <= qOut1[colCount];
			endcase
	end
	always @(posedge clk) begin
		if (xCount == 0 && yCount == 0 && colCount == 0) begin
			xEnable <= 1'b0;
		end
		if (enable) begin
			if (letterCount == 4'b1001) begin
				letterCount = 4'b0000;
				xEnable <= 1'b1;
			end
			else
				letterCount <= letterCount + 1'b1;
		end
	end
	always @(*) begin
		x <= xIn + (colCount * 8'd8);
		y <= yIn + (rowCount * 7'd20);
		if (xOut <= 8'd	19)
			c <= (rowCount == select) ? 3'b100 : 3'b111;
		else if (xCount == 2'b01 && yCount == 2'b01)
			c <= cFill ? 3'b001 : 3'b111;
		else
			c <= cOutline ? 3'b110 : 3'b000;
	end
	assign yEnable = (xCount == 2'b10) ? 1 : 0;
	assign colEnable = (yCount == 2'b10) ? 1 : 0;
	assign rowEnable = (colCount == 4'b1111) ? 1 : 0;
	always @(posedge clk) begin
		if (xEnable) begin
			if (xCount == 2'b10)
				xCount <= 2'b00;
			else	
				xCount <= xCount + 1'b1;
		end
	end
	always @(posedge clk) begin
		if (xEnable && yEnable) begin
			if (yCount == 2'b10)
				yCount <= 2'b00;
			else
				yCount <= yCount + 1'b1;
		end
	end
	always @(posedge clk) begin
		if (xEnable && yEnable && colEnable) begin
			if (colCount == 4'b1111)
				colCount <= 4'b0000;
			else
				colCount <= colCount + 1'b1;
		end
	end
	always @(posedge clk) begin
		if (xEnable && yEnable && colEnable && rowEnable) begin
			if (rowCount == 2'b11)
				rowCount <= 2'b00;
			else
				rowCount <= rowCount + 1'b1;
		end
	end
	assign xOut = xEnable ? (x + xCount) : letterX;
	assign yOut = xEnable ? (y + yCount) : letterY;
	assign cOut = c;
endmodule
module drawLetter(
	input clk,
	input [3:0] count,
	input [1:0] select,
	input [7:0] xStart,
	input [6:0] yStart,
	output [7:0] xOut,
	output [6:0] yOut
	);
	reg [29:0] letterX;
	reg [29:0] letterY;
	reg [2:0] x, y;
	always @(*) begin
		case (select)
			2'b00: begin  
				letterX <= 30'b001_000_010_000_001_010_000_010_000_010;
				letterY <= 30'b000_001_001_010_010_010_011_011_100_100;
				end
			2'b01: begin  
				letterX <= 30'b010_011_001_000_001_010_011_011_011_011;
				letterY <= 30'b000_000_001_010_011_100_100_100_100_100;
				end
			2'b10: begin  
				letterX <= 30'b000_001_000_010_000_011_000_010_000_001;
				letterY <= 30'b000_000_001_001_010_010_011_011_100_100;
				end
			2'b11: begin  
				letterX <= 30'b000_001_010_011_000_000_001_010_000_000;
				letterY <= 30'b000_000_000_000_001_010_010_010_011_100;
				end
			default: begin  
				letterX <= 30'b001_000_010_000_001_010_000_001_000_001;
				letterY <= 30'b000_001_001_010_010_010_011_011_100_100;
				end
		endcase
	end
	always @(*) begin
		case (count)
			4'b0000: begin
				x = letterX[29:27];
				y = letterY[29:27];
			end
			4'b0001: begin
				x = letterX[26:24];
				y = letterY[26:24];
			end
			4'b0010: begin
				x = letterX[23:21];
				y = letterY[23:21];
			end
			4'b0011: begin
				x = letterX[20:18];
				y = letterY[20:18];
			end
			4'b0100: begin
				x = letterX[17:15];
				y = letterY[17:15];
			end
			4'b0101: begin
				x = letterX[14:12];
				y = letterY[14:12];
			end
			4'b0110: begin
				x = letterX[11:9];
				y = letterY[11:9];
			end
			4'b0111: begin
				x = letterX[8:6];
				y = letterY[8:6];
			end
			4'b1000: begin
				x = letterX[5:3];
				y = letterY[5:3];
			end
			4'b1001: begin
				x = letterX[2:0];
				y = letterY[2:0];
			end
			default: begin
				x = letterX[29:27];
				y = letterY[29:27];
			end
		endcase
	end
	assign xOut = xStart + x;
	assign yOut = yStart + y;
endmodule
==> flow/run.sh <==
#!/bin/bash
# OpenROAD 26Q1-2900-gdf79404cd8, Yosys 0.63+post, stock flow scripts
make -C /OpenROAD-flow-scripts/flow DESIGN_CONFIG=/design/flow/config.mk WORK_HOME=/design/flow/orfs finish
==> flow/config.mk <==
export PLATFORM = sky130hd
export DESIGN_NAME = datapath
export DESIGN_NICKNAME = datapath
export VERILOG_FILES = /design/flow/design.v
export SDC_FILE = /design/flow/constraint.sdc
export NUM_CORES = 4
export LEC_CHECK = 1
export CORE_UTILIZATION = 30
==> flow/constraint.sdc <==
current_design datapath

set clk_period 5.4
set clk_io_pct 0.2

create_clock -name clk0 -period $clk_period [get_ports {clk}]

set non_clock_inputs [all_inputs -no_clocks]
set_input_delay [expr $clk_period * $clk_io_pct] -clock clk0 $non_clock_inputs
set_output_delay [expr $clk_period * $clk_io_pct] -clock clk0 [all_outputs]
==> results.txt <==
The implementation run finished. The flow ran to the end, and the final reports show no timing, DRC or antenna violations. After floorplanning, the core was divided into 35 placement rows. According to the report, the first pass of detailed routing completed in 5 iterations. According to the hold report, the worst path is of the flip-flop to flip-flop type. The initial antenna violation count came to 0. Area growth from synthesis to layout landed at 41.6%. Count of yosys warnings during synthesis landed at 2. Buffers added to address setup during post-CTS repair amount to 0. Clock-pin transition on the worst setup and hold timing paths landed at 0.07 ns.

Count of flip-flops with a built-in enable after synthesis landed at 14. Number of logged tool warnings landed at 43. Total CTS buffers landed at 3. The first global-routing pass estimated 12700 um of wire. The global routing report lists met2 layer usage as 0.257.

The end-of-flow timing check tallies setup violations at 0. Synthesized flop and latch total landed at 15. The initial utilization of the core area, before any placement, comes to 0.307.

Hold-check failures listed in the final report amount to 0. Post-synth the commonest register cell is edfxtp_1. TritonCTS built the clock tree.

Data arrival time at the worst-slack endpoint landed at 4.13 ns. By area the synthesized netlist is led by ha_1 19%, edfxtp_1 15%, xnor2_1 5.3%. Per the CTS log, the root buffer master is clkbuf_8. In this run the number of H-tree levels came out at 1. Counting flops with an async set or reset pin after synthesis yields a share of 0. The die is roughly 99 um tall. Global-route usage over all layers landed at 0.162. The clock period could shrink to approximately 5.2 ns. Chip footprint landed at 0.00981 mm2. At the end of routability-driven placement, the weighted congestion stood at 0.854. Number of instances in the synthesized netlist landed at 351. Number of input and output port buffers inserted landed at just over 100. Setup repair after global routing left no endpoint under its margin. STA classifies the critical path endpoint as a primary output. Met1 layer usage reported by global route landed at 0.245.

105 I/O pins were placed. The floorplan step defined a core boundary enclosing 0.00920 mm2. The cell area that synthesis handed to floorplanning was 0.00283 mm2.

DRC violation total after the first TritonRoute iteration landed at about 190. In this run the remaining antenna-violating nets after routing total 0. Met3 track demand over resource in global routing landed at 0.0310. In this run the most used layer during global routing was met2. Ratio of routed vias to standard cells landed at 5.10. Share of the yosys chip area belonging to registers landed at 0.156.

After detailed routing, the number of remaining DRC violations is 0. Per the final layout report, the fraction of cells sized above drive strength 1 comes to 0.0360. Between clock sinks in the finished design, the worst skew comes to 0.00188 ns. The post-placement cell area is a little under 0.004 mm2. Average size of a mapped cell landed at 8.05 um2. In the final routed layout, each cell accounts on average for 14.2 um. Accumulated negative setup slack landed at 0 ns.

Clock latency of the later-clocked register in the worst-skew pair landed at 0.25 ns. Leakage power landed at between 1.5 and 2 nW. For the pin with the worst max-slew slack, the measured transition is between 0.5 and 0.6 ns.

Count of vias placed by the detailed router landed at 2838. Counting along the longest clock path gives a buffer depth of 2. The die is a little under 100 um wide. Number of global-route vias before repair landed at 2648. Biggest fanout along the worst timing path landed at 4. Global-route congestion overflow total landed at 0. The worst setup path is launched from an input pin.

By startpoint and endpoint, the worst setup path is classified as input pin to primary output. Synthesis instantiated 54 different standard cells from the library. Dividing total power by cell area gives a power density of 87.4 mW/mm2.

Per the slew report, the remaining headroom to the max-slew limit stands at 0.637. According to the timing report, the data required time at the worst endpoint equals 4.32 ns. Looking at area per cell type in the netlist, the leader is ha_1.

CTS sink count landed at 15. Per the detailed-route log, wirelength across all metal layers totals 7870 um. The final timing summary puts the cycle share of the worst path at 0.964. Derived from the worst setup path, the maximum achievable clock frequency is 192 MHz. Quantity of hold-fixing buffers added after cts landed at 0. The synthesized netlist was found by Yosys to have between 300 and 400 cells. Max-slew check failures listed in the final report amount to 0. Final design instance area without fill landed at approximately 0.004 mm2. Proportion of netlist area held by the largest area contributor landed at 0.190. Pin count of the biggest net entering global routing landed at 23.

Summed over all nets, the half-perimeter wirelength after detailed placement is roughly 6300 um. Per the detail_route report, inserted antenna diodes total 0. In this run the VDD rail shows a maximum IR drop of 0.0680 mV. Reported max-cap violation count landed at 0. Yosys reports a chip area of 0.00283 mm2.
==> critical path, cell delays in order <==
cell             delay (ns)
clkdlybuf4s50_1        0.41
ha_1                   0.35
inv_1                  0.07
ha_1                   0.32
inv_1                  0.05
ha_1                   0.28
a21o_1                 0.17
a21oi_1                0.26
o31ai_1                0.12
xor2_1                 0.15
o22ai_1                0.22
xnor2_1                0.15
clkdlybuf4s50_1        0.48
==> per-stage QoR <==
| stage | cells | setup WS, ns | util | total power, W | hold slack (ns) |
|---|---|---|---|---|---|
| after global routing | 556 | 0.0159 | 0.435 | 0.000369 | 0.655 |
| after global placement | 552 | 0.219 | 0.429 | 0.000256 | 0.614 |
| after CTS | 556 | 0.167 | 0.434 | 0.000354 | 0.628 |
| after detailed placement | 552 | 0.182 | 0.429 | 0.000257 | 0.618 |
| final | 556 | 0.194 | 0.435 | 0.000350 | 0.624 |
| after floorplan | 351 | 1.34 | - | 0.000169 | 0.497 |
==> logic make-up after synthesis <==
group,after synthesis,synth area share
flops,15,0.156
simple gates,103,0.175
compound gates,101,0.250
xor+xnor,24,0.0744
fa+ha+maj,47,0.219
buf+inv,54,0.0779
mux,7,0.0483
==> sequential cells by signal (all words and copies together), names as in the netlist <==
| signal | count |
|---|---|
| xEnable | 1 |
| letterCount | 4 |
| rowCount | 2 |
| colCount | 4 |
| yCount | 2 |
| xCount | 2 |
==> layout by cell type (no fill, tap or decap), types with 8 or more instances in the layout <==
cell,instances
nor2b_1,11
nor2_1,23
nand2_1,34
clkdlybuf4s50_1,103
a22oi_1,8
nand3_1,11
a222oi_1,10
inv_1,35
xnor2_1,17
edfxtp_1,14
a21oi_1,26
ha_1,43
o21ai_0,17
==> report_power, final <==
| part | switching (W) | internal, W | leakage, nW | total (W) |
|---|---|---|---|---|
| Sequential | 0 | 0.000125 | 0.171 | 0.000125 |
| Combinational | 0.0000376 | 0.0000920 | 1.38 | 0.000130 |
| Clock | 0.0000439 | 0.0000512 | 0.0255 | 0.0000950 |
==> routing by layer <==
metal / vias to the layer above / routed length, um
met5: - / 0
li1: 1462 / -
met3: 2 / 668
met1: 1259 / 3750
met4: 0 / 18
met2: 115 / 3440
==> final timing paths <==
kind	slack [ns]	cells past startpoint	from	end
max	0.19	13	yIn[2]	yOut[6]
min	0.62	1	xCount[0]	xCount[0]
max reg2reg	3.76	3	colCount[1]	rowCount[1]
min reg2reg	0.62	1	xCount[0]	xCount[0]
==> cell type report <==
type / instances / area [um2]
Multi-Input combinational cell: 282 / 2170
Sequential cell: 15 / 440
Fill cell: 892 / 5190
Tap cell: 111 / 139
Clock buffer: 3 / 41.3
Timing Repair Buffer: 108 / 1070
Clock inverter: 1 / 5.00
Inverter: 36 / 135
==> cells in the mapped netlist (7+ instances only) <==
cell type  number
nor2b_1        11
a21oi_1        26
and2_1          7
o21ai_0        17
xnor2_1        17
nand3_1        11
edfxtp_1       14
a222oi_1       10
a22oi_1         8
inv_1          35
nand2_1        34
nor2_1         23
xor2_1          7
ha_1           43
buf_2           8
clkbuf_1        9
==> repair_timing <==
item	CTS	global route
endpoints found under the hold margin	0	0
gates resized	0	1
endpoints found under the setup margin	0	1
Power figures rest on the tool's default switching activity, not on a simulated workload.
